## /design/flow/design.v

```verilog
module main_decoder (
    op,zero,RegWrite,MemWrite,ResultSrc,ALUSrc,ImmSrc,ALUOp,PCSrc
);
    input zero;
    input [6:0] op;
    output RegWrite,MemWrite,ResultSrc,ALUSrc,PCSrc;
    output [1:0] ImmSrc,ALUOp;
    wire branch;
    assign RegWrite = ((op == 7'b0000011)|(op == 7'b0110011) ? 1'b1 : 1'b0);
    assign MemWrite =(op==7'b0100011) ? 1'b1 :1'b0;
    assign ResultSrc =(op == 7'b0000011) ? 1'b1 :1'b0;
    assign ALUSrc =((op == 7'b0000011) | (op==7'b0100011)) ? 1'b1 :1'b0;
    assign branch = (op == 7'b1100011) ? 1'b1 :1'b0;
    assign ImmSrc = (op == 7'b0100011) ? 2'b01 : (op == 7'b1100011) ? 2'b10 : 2'b00;
    assign ALUOp = (op == 7'b0110011) ? 2'b10 : (op == 7'b1100011) ? 2'b01 : 2'b00;
    assign PCSrc = zero & branch;
endmodule
```

## /design/flow/run.sh

```bash
#!/bin/bash
# OpenROAD 26Q1-2900-gdf79404cd8, Yosys 0.63+post, stock flow scripts
make -C /OpenROAD-flow-scripts/flow DESIGN_CONFIG=/design/flow/config.mk WORK_HOME=/design/flow/orfs finish
```

## /design/flow/config.mk

```make
export PLATFORM = sky130hd
export DESIGN_NAME = main_decoder
export DESIGN_NICKNAME = main_decoder
export VERILOG_FILES = /design/flow/design.v
export SDC_FILE = /design/flow/constraint.sdc
export NUM_CORES = 4
export LEC_CHECK = 1
export CORE_AREA = 10 10 70 70
export DIE_AREA = 0 0 80 80
```

## /design/flow/constraint.sdc

```tcl
current_design main_decoder

set clk_period 1.1
set clk_io_pct 0.2

create_clock -name clk0 -period $clk_period

set non_clock_inputs [all_inputs -no_clocks]
set_input_delay [expr $clk_period * $clk_io_pct] -clock clk0 $non_clock_inputs
set_output_delay [expr $clk_period * $clk_io_pct] -clock clk0 [all_outputs]
```

==> run notes <==
Results of the implementation run.

The final wirelength is 787 um. The starting utilization of the core area is 4.07%. The max-slew check reports its worst relative slack as 81.4%.

Data on the critical path is required at its endpoint by 0.88 ns. The least setup slack across all paths after layout is -0.228 ns. The total number of vias came out at 222. STA classifies the critical path endpoint as a primary output.

Per the timing report, the achievable frequency comes out to 0.753 GHz. The startpoint kind of the worst setup timing path is an input pin. The cell internal power dissipation came out at approximately 0.000053 W. The count of placed standard cells including taps came out at 82. Sequential elements use 0% of the synthesized area. The global placer's final weighted congestion came out at 0.639. The proportion of power drawn by the clock network came out at 0%. The half-perimeter wire length after placement is about 630 um. Warnings raised by the tools during the run amount to 37. The final reports fail on negative setup slack.

The net switching share of the total power came out at a little over two fifths. The iteration-0 DRC count of the detailed router came out at 5. Setup repair after global routing could not meet its margin everywhere.

Summed over all layers, the global routing overflow is 0. The script logs the mean routed wire length per placed instance as slightly below 9 um. The overall die height came out at 80 um. The worst setup path is of the input pin to primary output kind. The flow ran to the end, but the final reports show violations. The number of instances in the synthesized netlist came out at 16. The final non-filler cell total came out at ~90. The data arrival time of the critical path came out at between 1 and 1.5 ns. The tally of filler cells in the layout is 399. Registers are responsible for 0% of the overall power. The floorplan has 21 rows.

The area taken by multi-input logic gates came out at approximately 150 um2. The worst-case vdd ir drop is 36.4 uV. The number of antenna violations at the first check in global routing came to 0. The mean post-synth cell area is 8.68 um2. The leakage power came out at 0.211 nW. In the finished layout, the clock tree contains a buffer count of 0. The repair_antennas step left the layout with diodes totalling 0. The first global-routing pass estimated 1.26 mm of wire. The share of power burned in combinational logic came out at 100.0%. The number of cells in Yosys stat came out at 16. The number of remaining DRC errors is 0. The via count of the first global-routing pass came to 257.

Max-cap violations in this run came to 0. The net load switching power is 0.0000411 W. The placeable core region came out at 0.00342 mm2. The share of layout cells above drive strength 1 came out at a little under 90%. The area taken by flip-flops and latches is 0 um2. The power per unit of standard cell area came out at 209 mW/mm2. Checking hold timing, the worst path is listed with class input pin to primary output. The shortest clock period the worst path allows after layout came out at 1.33 ns. The final max-slew violation count is 0. The number of hold-repair buffers added at the cts stage came out at 0. The synthesis-to-layout area growth came out at 225%. The total track usage is 2.38%.

The gate-level netlist out of Yosys references 9 unique cell types. The synthesis warning total came out at 0. The number of endpoints with negative hold slack in the final report came out at 0. The actual transition at the worst max-transition pin came out at roughly 0.28 ns. The via count normalized by instance count came out at 2.47. The number of buffers inserted by port buffering is 17. The largest fanout on the critical path came out at 4.

The largest net degree at the start of global routing came out at 8. The remaining number of nets flagged by the antenna check after routing is 0. Total power for the finished layout comes to 0.0000942 W. The number of setup violations in the final report came out at 9. The cell area after synthesis is 139 um2.

The length of the first detailed-routing pass in iterations came out at 2. For this design the top-level I/O count stands at 17. The horizontal die dimension came out at around 80 um. The share of the clock period used by the worst path is 121%. The synthesized chip area reported by yosys is 139 um2.

The number of flip-flops and latches came out at 0. In this run the full chip footprint comes out at 0.00640 mm2. The worst setup slack after placement came out at -0.815 ns.
[per-stage QoR]
stage / hold WS, ns / cell area (um2) / utilization, % / TNS [ns]
global route: 0.838 / 452 / 13.2 / -2.17
floorplan: 0.453 / 139 / - / 0
finish: 0.812 / 452 / 13.2 / -1.58
CTS: 0.924 / 433 / 12.7 / -1.93
global placement: 1.39 / 385 / 11.3 / -6.90
detailed placement: 1.39 / 385 / 11.3 / -7.05
[cell type report]
cell class                 count  share of cell area (%)
inverter                       1                   0.831
multi-input combinational     13                    33.5
tap                           46                    12.7
timing repair buffer          30                    52.9
[repair_timing]
action | 4_1_cts | 5_1_grt
gates resized | 57 | 7
endpoints found under the hold margin | 0 | 0
setup endpoints to repair | 9 | 9
pin swaps | 6 | 4
buffers inserted | 8 | 1
[path summary, 6_finish.rpt]
check | end | depth (start not counted) | from | slack (ns)
min | ALUSrc | 4 | op[4] | 0.81
max | ALUOp[1] | 7 | op[2] | -0.23
[logic make-up (layout without fill, tap and decap cells)]
group / count (synthesis) / in the layout / synth area share (%)
buffers and inverters: 3 / 31 / 16.2
and+or+nand+nor: 12 / 12 / 77.5
xor gates and xnor gates: 1 / 1 / 6.31
[Yosys cell counts (all sizes together)]
master	n	area [um2]
inv	1	3.75
nand4bb	1	11.3
nor4	1	12.5
xor2	1	8.76
nand2	2	7.51
nand2b	1	6.26
buf	2	18.8
nor3	7	70.1
[worst max-delay path: stages]
cell and delay [ns]:
buf_6 0.09, nand4bb_1 0.19, buf_6 0.15, buf_6 0.11, buf_6 0.10, nor3_4 0.13, buf_2 0.11
[metal layers]
metal	vias up	part of all wire (%)	global-route usage [%]	routed length (um)
li1	114	-	-	-
met1	97	33	2.70	258
met2	11	46	3.69	364
met3	0	21	1.82	163
met4	0	0	0	0
met5	-	0	0	0
[layout by cell type (no fill, tap or decap)]
master | synthesis | routed
nor3_2 | 7 | 4
clkdlybuf4s50_1 | 0 | 1
clkdlybuf4s15_2 | 0 | 2
buf_6 | 1 | 9
nor3_4 | 0 | 3
clkbuf_2 | 0 | 1
inv_2 | 1 | 1
nand2b_4 | 0 | 1
buf_2 | 0 | 11
nand4bb_1 | 1 | 1
nor4_4 | 0 | 1
nand2_1 | 2 | 2
buf_4 | 1 | 6
xor2_1 | 1 | 1
[power by group through the flow]
stage	Clock, W	Combinational (W)	Sequential, W
4_1_cts	0	0.0000885	0
6_report	0	0.0000942	0
5_1_grt	0	0.000101	0
Power figures rest on the tool's default switching activity, not on a simulated workload.
